<file path="run.sh">
#!/bin/bash
# OpenROAD 26Q1-2900-gdf79404cd8, Yosys 0.63+post, stock flow scripts
make -C /OpenROAD-flow-scripts/flow DESIGN_CONFIG=/design/flow/config.mk WORK_HOME=/design/flow/orfs finish
</file>
<file path="config.mk">
export PLATFORM = sky130hd
export DESIGN_NAME = segmentDecoder
export DESIGN_NICKNAME = segmentDecoder
export VERILOG_FILES = /design/flow/design.v
export SDC_FILE = /design/flow/constraint.sdc
export NUM_CORES = 4
export LEC_CHECK = 1
export CORE_AREA = 10 10 70 70
export DIE_AREA = 0 0 80 80
</file>
<file path="constraint.sdc">
current_design segmentDecoder

set clk_period 2.0
set clk_io_pct 0.2

create_clock -name clk0 -period $clk_period

set non_clock_inputs [all_inputs -no_clocks]
set_input_delay [expr $clk_period * $clk_io_pct] -clock clk0 $non_clock_inputs
set_output_delay [expr $clk_period * $clk_io_pct] -clock clk0 [all_outputs]
</file>
<file path="design.v">
`timescale 1ns / 1ps
module segmentDecoder(
    output [6:0] segments,
    input [3:0] hex
    );
    reg [6:0] segments;
   always @(hex)
      case (hex)
          4'b0001 : segments = 7'b1111001;    
          4'b0010 : segments = 7'b0100100;    
          4'b0011 : segments = 7'b0110000;    
          4'b0100 : segments = 7'b0011001;    
          4'b0101 : segments = 7'b0010010;    
          4'b0110 : segments = 7'b0000010;    
          4'b0111 : segments = 7'b1111000;    
          4'b1000 : segments = 7'b0000000;    
          4'b1001 : segments = 7'b0010000;    
          4'b1010 : segments = 7'b0001000;    
          4'b1011 : segments = 7'b0000011;    
          4'b1100 : segments = 7'b1000110;    
          4'b1101 : segments = 7'b0100001;    
          4'b1110 : segments = 7'b0000110;    
          4'b1111 : segments = 7'b0001110;    
          default : segments = 7'b1000000;    
      endcase
endmodule
</file>
==> Slide: Implementation Results <==
Run Summary

Finish
  – Sequential cell area: 0 µm²
  – Final Util: 15.3%
  – Sequential cells: 0
  – P&R area growth vs syn: 90.5%
  – Fin area: 524 µm²
  – Clk_buf instances: 0
  – Layout cells sized above 1: between 40% and 50%

Worst setup path
  – Worst Setup SP: hex[0]
  – CP arrival: 1530 ps
  – Cell breakdown of the critical path: buf_4 > buf_4 > ha_2 > mux4_2 > clkdlybuf4s15_1
  – Startpoint Class: input pin
  – Crit. End Element: output port
  – WS Path Type: input pin to output port
  – Largest stage delay on the critical path: 460 ps
  – Required @ worst endpoint: between 1500 and 2000 ps
  – Most used cell, CP: buf_4
  – Crit path max-delay cell type: mux4_2
  – Crit path max fanout: 5

Synth
  – Chip Area, Yosys: 275 µm²
  – Register share after synthesis: 0%
  – Cell total in the yosys stat output: 32
  – Synthesized area per cell: 8.60 µm²
  – Distinct lib cells: 15
  – Mapped cell area: 275 µm²
  – Yosys warning tally: 1
  – Syn Inst Count: 32

Detailed routing
  – Starting DRT DRC Count: 4
  – Number of routed nets with antenna violations: 0
  – Drt drc: 0
  – Vias/cell: 2.90
  – Ant diodes: 0
  – Drt pass-1 iters: 3
  – Final wirelength: 777 µm
  – Vias: 287
  – Average wire per standard cell: 7.85 µm

GRT
  – Overflow after GRT: 0
  – GRT Total Usage: around 2.4%
  – First-pass GRT wire length: 1320 µm
  – Initial antenna violation count: 0
  – Vias in the first global route: 287
  – Largest net degree at the start of global routing: 7

Timing
  – Slew @ Worst Pin: 147 ps
  – Final Slew Violations: 0
  – RSZ-0062 raised after global routing: no
  – Final hold vios: 0
  – Crit share post-route: 96.4%
  – Fmax: 518 MHz
  – Setup violators final: 0
  – Minimum clock period: 1930 ps
  – Max-slew headroom: 89.9%

Place
  – DP Wirelength: just over 600 µm
  – Routability-driven placement congestion ratio: 0.805
  – # port buffers: 11
  – Area of placed instances: around 500 µm²

Die
  – Die W: 80 µm
  – I/O pin total: 11
  – Core Util at FP: 8.06%
  – Cell Rows: 21
  – Die Footprint: 6400 µm²
  – Core area: 3420 µm²
  – Die height: around 80 µm

Min path
  – Worst Hold Class: input pin to output port
  – Worst Hold End: segments[4]
  – Hold path cells: 5
  – Min-delay src: hex[0]

Power and ir drop
  – Power Density: 170 nW/µm²
  – Leak: 0.260 nW
  – Overall power: 89.2 µW
  – Max rail drop VDD: 0.0000209 V

Flow run
  – Max_cap viols: 0
  – OpenROAD warning count: 39

CTS
  – Hold_buf cts: 0

Status
  – Status: completed
==> power breakdown <==
group	internal [mW]	leakage [nW]	switching (mW)
logic	0.0545	0.260	0.0347
clock network	0	0	0
registers	0	0	0
==> synth_stat cells <==
cell	number	area share [%]
a21oi_1	1	1.8
a22o_1	2	6.4
buf_6	1	4.1
ha_1	7	32
and2b_2	1	3.2
mux4_1	1	9.5
nand2_1	1	1.4
inv_1	3	4.1
or3b_1	1	3.2
mux2_2	1	4.1
nor2_1	5	6.8
o21ai_0	2	3.6
a32o_1	1	3.6
mux2i_1	4	15
buf_2	1	1.8
==> critical path: cells and delay by family <==
family     cells  cell delay, ps
buf+inv        3             470
mux            1             460
fa+ha+maj      1             200
==> metrics by stage <==
| step | TNS (ps) | cells | hold WS [ps] | setup slack, ps |
|---|---|---|---|---|
| 2_1_floorplan | 0 | 32 | 900 | 320 |
| 4_1_cts | -54.0 | 98 | 1380 | -54.0 |
| 3_5_place_dp | -3610 | 97 | 1880 | -708 |
| 5_1_grt | 0 | 99 | 1410 | 24.0 |
| 6_report | 0 | 99 | 1330 | 71.1 |
| 3_3_place_gp | -3590 | 97 | 1890 | -714 |
==> cells in the final DEF (no fill, tap or decap), types with 2 or more instances in the layout <==
cell type | synthesis | layout
buf_4 | 0 | 10
dlygate4sd2_1 | 0 | 5
mux2i_1 | 4 | 4
nor2_1 | 5 | 4
ha_1 | 7 | 4
buf_2 | 1 | 3
o21ai_1 | 0 | 2
a22o_1 | 2 | 2
ha_2 | 0 | 2
clkdlybuf4s15_1 | 0 | 2
buf_6 | 1 | 2
==> final cells by class <==
type	count	area, µm²
inverter	3	13.8
fill	384	2890
tap	46	57.6
timing repair buffer	23	189
multi-input combinational	27	264
==> how the worst max path moves through the flow <==
| stage | end | depth (start not counted) |
|---|---|---|
| 4_1_cts | segments[4] | 6 |
| 5_1_grt | segments[3] | 5 |
| 6_report | segments[3] | 5 |
==> cells by family after synthesis <==
family,count (synthesis),share of synthesized area [%]
fa+ha+maj,7,31.8
mux,6,28.2
compound gates,6,15.5
buf+inv,5,10.0
simple gates,8,14.5
==> routing by layer <==
| layer | global-route usage, % | share of wire, % | up-vias |
|---|---|---|---|
| li1 | - | - | 153 |
| met1 | 2.71 | 40 | 128 |
| met2 | 4.65 | 51 | 6 |
| met3 | 0.455 | 8.6 | 0 |
| met4 | 0 | 0 | 0 |
| met5 | 0 | 0 | - |
==> what timing repair did <==
action	in CTS	in global routing
resized	31	4
endpoints found under the setup margin	7	4
pin swaps	4	3
cloned	1	0
buffers inserted	0	1
Power figures rest on the tool's default switching activity, not on a simulated workload.
